==> flow/design.v <==
`default_nettype none
module housekeeping_spi(reset, SCK, SDI, CSB, SDO,
	sdoenb, idata, odata, oaddr, rdstb, wrstb,
	pass_thru_mgmt, pass_thru_mgmt_delay,
	pass_thru_user, pass_thru_user_delay,
	pass_thru_mgmt_reset, pass_thru_user_reset);
    input  wire reset;
    input  wire SCK;
    input  wire SDI;
    input  wire CSB;
    output wire SDO;
    output reg  sdoenb;
    input  wire [7:0] idata;
    output wire [7:0] odata;
    output wire [7:0] oaddr;
    output reg        rdstb;
    output reg        wrstb; 
    output reg  pass_thru_mgmt;
    output reg  pass_thru_mgmt_delay;
    output reg  pass_thru_user;
    output reg  pass_thru_user_delay;
    output wire pass_thru_mgmt_reset;
    output wire pass_thru_user_reset;
    reg  [7:0]  addr;
    reg  [2:0]  state;
    reg  [2:0]  count;
    reg		writemode;
    reg		readmode;
    reg  [2:0]	fixed;
    reg  [6:0]  predata;
    reg  [7:0]  ldata;
    reg		pre_pass_thru_mgmt;
    reg		pre_pass_thru_user;
    wire	csb_reset;
    assign odata = {predata, SDI};
    assign oaddr = (state == 3'b001) ? {addr[6:0], SDI} : addr;
    assign SDO = ldata[7];
    assign csb_reset = CSB | reset;
    assign pass_thru_mgmt_reset = pass_thru_mgmt_delay | pre_pass_thru_mgmt;
    assign pass_thru_user_reset = pass_thru_user_delay | pre_pass_thru_user;
    always @(negedge SCK or posedge csb_reset) begin
        if (csb_reset == 1'b1) begin
            wrstb <= 1'b0;
            ldata  <= 8'b00000000;
            sdoenb <= 1'b1;
        end else begin
            if (state == 3'b010) begin
            	if (readmode == 1'b1) begin
                    sdoenb <= 1'b0;
                    if (count == 3'b000) begin
                	ldata <= idata;
                    end else begin
                	ldata <= {ldata[6:0], 1'b0};	 
                    end
                end else begin
                    sdoenb <= 1'b1;
                end
                if (count == 3'b111) begin
                    if (writemode == 1'b1) begin
                        wrstb <= 1'b1;
                    end
                end else begin
                    wrstb <= 1'b0;
                end
	    end else if (state == 3'b101 || state == 3'b100) begin
		wrstb <= 1'b0;
		sdoenb <= 1'b0;
            end else begin
                wrstb <= 1'b0;
                sdoenb <= 1'b1;
            end		 
        end		 
    end			 
    always @(posedge SCK or posedge csb_reset) begin
        if (csb_reset == 1'b1) begin
            addr <= 8'h00;
	    rdstb <= 1'b0;
            predata <= 7'b0000000;
            state  <= 3'b000;
            count  <= 3'b000;
            readmode <= 1'b0;
            writemode <= 1'b0;
            fixed <= 3'b000;
	    pass_thru_mgmt <= 1'b0;
	    pass_thru_mgmt_delay <= 1'b0;
	    pre_pass_thru_mgmt <= 1'b0;
	    pass_thru_user <= 1'b0;
	    pass_thru_user_delay <= 1'b0;
	    pre_pass_thru_user <= 1'b0;
        end else begin
            if (state == 3'b000) begin
		rdstb <= 1'b0;
                count <= count + 1;
        	if (count == 3'b000) begin
	            writemode <= SDI;
	        end else if (count == 3'b001) begin
	            readmode <= SDI;
	        end else if (count < 3'b101) begin
	            fixed <= {fixed[1:0], SDI}; 
	        end else if (count == 3'b101) begin
		    pre_pass_thru_mgmt <= SDI;
	        end else if (count == 3'b110) begin
		    pre_pass_thru_user <= SDI;
		    pass_thru_mgmt_delay <= pre_pass_thru_mgmt;
	        end else if (count == 3'b111) begin
		    pass_thru_user_delay <= pre_pass_thru_user;
		    if (pre_pass_thru_mgmt == 1'b1) begin
			state <= 3'b101;
			pre_pass_thru_mgmt <= 1'b0;
		    end else if (pre_pass_thru_user == 1'b1) begin
			state <= 3'b100;
			pre_pass_thru_user <= 1'b0;
		    end else begin
	                state <= 3'b001;
		    end
	        end
            end else if (state == 3'b001) begin
	        count <= count + 1;
	        addr <= {addr[6:0], SDI};
	        if (count == 3'b111) begin
	            state <= 3'b010;
		    if (readmode == 1'b1) begin
			rdstb <= 1'b1;
		    end
	        end else begin
		    rdstb <= 1'b0;
		end
            end else if (state == 3'b010) begin
	        predata <= {predata[6:0], SDI};
	        count <= count + 1;
	        if (count == 3'b111) begin
	            if (fixed == 3'b001) begin
	                state <= 3'b000;
	            end else if (fixed != 3'b000) begin
	                fixed <= fixed - 1;
	                addr <= addr + 1;	 
	            end else begin	
	                addr <= addr + 1;	 
	            end
		    if (readmode == 1'b1) begin
			rdstb <= 1'b1;
		    end
	        end else begin
		    rdstb <= 1'b0;
		end
	    end else if (state == 3'b101) begin
		pass_thru_mgmt <= 1'b1;
	    end else if (state == 3'b100) begin
		pass_thru_user <= 1'b1;
            end		 
        end		 
    end			 
endmodule  
`default_nettype wire
==> flow/run.sh <==
#!/bin/bash
# OpenROAD 26Q1-2900-gdf79404cd8, Yosys 0.63+post, stock flow scripts
make -C /OpenROAD-flow-scripts/flow DESIGN_CONFIG=/design/flow/config.mk WORK_HOME=/design/flow/orfs finish
==> flow/config.mk <==
export PLATFORM = sky130hd
export DESIGN_NAME = housekeeping_spi
export DESIGN_NICKNAME = housekeeping_spi
export VERILOG_FILES = /design/flow/design.v
export SDC_FILE = /design/flow/constraint.sdc
export NUM_CORES = 4
export LEC_CHECK = 1
export CORE_UTILIZATION = 50
==> flow/constraint.sdc <==
current_design housekeeping_spi

set clk_period 2.6
set clk_io_pct 0.2

create_clock -name clk0 -period $clk_period [get_ports {SCK}]

set non_clock_inputs [all_inputs -no_clocks]
set_input_delay [expr $clk_period * $clk_io_pct] -clock clk0 $non_clock_inputs
set_output_delay [expr $clk_period * $clk_io_pct] -clock clk0 [all_outputs]
==> impl_metrics.csv <==
group,metric,value,unit
routing,antenna_cells,0,
synthesis,ys_seq_frac,0.4750,
synthesis,mux_share,0.1190,
layout,stdcell_count,342,
grt,antenna_found_initial,0,
sta,clock_skew,0.05346,ns
critical_path,cp_max_fo,1,
layout,drive_gt1_frac,0.2310,
placement,io_buffer_count,37,
sta,setup_tns,-0.4563,ns
clock_tree,htree_num_levels,2,
grt,grt_pass1_wl,8307,µm
floorplanning,design.core.area,4474,µm²
sta,finalMaxSlewViolations,0,
synthesis,synthTopLogicFamily,"simple AND/OR/NAND/NOR gates",
power_and_ir_drop,power_density,402.4,nW/µm²
grt,grt.total_usage,0.2132,
layout,syn2layout_area_growth,27.86,%
routing,antenna_left,0,
grt,grt_pass1_vias,1745,
synthesis,synth_cell_types,48,
power_and_ir_drop,ir_drop,352.1,µV
critical_path,timing.critical_path.buf_inv,1,
clock_tree,cts_made_buffers,5,
synthesis,yosys.area_share.simple,0.1590,
critical_path,path_cells,"buf_2",
synthesis,compound_area_frac,0.1464,
critical_path,cp_slowest_stage_delay,0.50,ns
sta,setup_slack,-0.1435,ns
synthesis,topCellsByArea,"dfrtp_1 36%, dfrtn_1 9.5%, mux2_2 8.5%",
clock_tree,clock.latency.late_pin,0.35,ns
critical_path,critPathLaunchType,"flop",
synthesis,synth-xor-area-share,0.003686,
clock_tree,clk_pin_slew,0.08,ns
job,warning_count,35,
synthesis,yosysTopAreaCellShare,0.3581,
routing,routed_wl,4862,µm
sta,worst-slew-pin-transition,0.7928,ns
floorplanning,die-height,70.94,µm
placement,gp_congestion,0.7884,
routing,drc,0,
placement,numPlacedInstances,332,
routing,dr.pass1.iters,10,
run_status,status,"finished, violations left",
worst_hold_path,worst_hold_path_type,"flop to flop",
synthesis,yosys.area_share.adder,0.05266,
critical_path,crit_family,"flip-flops",
critical_path,end_kind,"primary output",
synthesis,synthesis.instances,237,
synthesis,syn-cell-area,2376,µm²
synthesis,ys_cells,237,
placement,hpwl,3468,µm
grt,grt_max_degree,23,
synthesis,synth-edff-count,0,
synthesis,yosysWarnings,1,
grt,gr-total-overflow,0,
synthesis,avgSynthCellArea,10.03,µm²
routing,num_vias,1873,
sta,rsz0062_at_grt,"yes",
routing,vias_per_cell,5.477,
run_status,violations,"setup timing",
synthesis,ys.flop_type,"dfrtp_1",
power_and_ir_drop,leakage,1.407,nW
routing,avgRoutedWirePerCell,14.22,µm
clock_tree,cts.sinks,45,
critical_path,worst-setup-path-type,"flop to primary output",
critical_path,worst_ep_arrival_time,2.22,ns
synthesis,synth.largest_area_cell,"dfrtp_1",
routing,drt_iter0_drc,73,
critical_path,r2r_slack,-0.06,ns
floorplanning,die_area,5032,µm²
floorplanning,core_util_floorplan,0.5310,
critical_path,cp.required,2.08,ns
clock_tree,cts_tree,"done",
synthesis,ys_async_sr_fraction,1.000,
sta,setup_violations,10,
synthesis,ys_area,2376,µm²
clock_tree,clockRootBuffer,"clkbuf_8",
floorplanning,die_w,70.94,µm
sta,relSlewSlack,0.4674,
sta,hold_viol,0,
floorplanning,row_count,24,
floorplanning,io_pins,38,
job,drv_cap,0,
critical_path,worst_path_max_delay_cell,"dfstp_2",
synthesis,synth-seq-cells,45,
clock_tree,clk_path_buf_depth,2,
[stage by stage]
stage	worst slack [ns]	hold slack [ns]	util	cell area, µm²	power [mW]
floorplan	-0.04948	0.3973	-	2412	0.7339
global placement	-0.1587	0.4413	0.6560	2935	0.7648
detailed placement	-0.1563	0.4506	0.6560	2935	0.7648
CTS	-0.1521	0.4747	0.6759	3024	1.236
global route	-0.1738	0.4897	0.6790	3038	1.268
finish	-0.1435	0.4699	0.6790	3038	1.223
[worst paths after layout]
check | startpoint | endpoint | cells past startpoint
max | sdoenb | sdoenb | 1
min | pass_thru_mgmt | pass_thru_mgmt | 1
max reg2reg | count[0] | ldata[6] | 6
min reg2reg | pass_thru_mgmt | pass_thru_mgmt | 1
max in group asynchronous | reset | ldata[5] | 3
min in group asynchronous | CSB | addr[4] | 3
[flip-flops by register name (all words and copies together) (netlist names), 3 cells and up]
register,cells
addr,8
count,3
fixed,3
ldata,8
predata,7
state,5
[layout make-up]
type	count	area, µm²
tap	52	65.06
timing repair buffer	57	518.0
multi-input combinational	166	1176
inverter	13	48.80
clock buffer	5	68.82
sequential	45	1130
clock inverter	4	31.28
fill	360	1436
[layout by cell type (no fill, tap or decap), types with 3 or more instances in the layout]
cell and count:
clkdlybuf4s50_1 34, dfrtp_1 33, nor2_1 25, buf_4 19
mux2_2 18, nand2_1 16, a21oi_1 13, inv_1 12
o21ai_0 9, nor3_1 9, dfrtn_1 9, nand3_1 8
ha_1 8, mux2i_1 7, clkbuf_8 5, nor2b_1 3
o211ai_1 3, a211oi_1 3, a21o_1 3, o22ai_1 3
o2bb2ai_1 3, buf_2 3
[routing by layer]
layer,share of wire,track usage
met5,0,0
met4,0.015,0.03333
met3,0.036,0.02601
met2,0.45,0.3248
met1,0.50,0.3562
[cell usage after synthesis (4+ instances only)]
cell and n:
inv_1 14, nor2b_1 4, nor3_1 9, mux2i_1 8
dfrtn_1 9, nor2_1 26, o21ai_0 9, clkbuf_1 6
mux2_2 18, a21oi_1 13, dfrtp_1 34, nand2_1 16
ha_1 10, nand3_1 8
[kinds of logic (layout without fill, tap and decap cells)]
family | Yosys count | in the layout
flip-flops | 45 | 45
AND-OR/OR-AND | 51 | 51
adder cells (fa/ha/maj) | 10 | 10
AND/OR/NAND/NOR | 78 | 78
buffers and inverters | 26 | 79
multiplexers | 26 | 26
XOR/XNOR | 1 | 1
[timing repair]
item | CTS | global route
pin swaps | 0 | 0
gates cloned | 0 | 0
hold buffers | 0 | 0
setup endpoints to repair | 10 | 11
buffers inserted | 1 | 1
gates resized | 9 | 2
endpoints found under the hold margin | 0 | 0
[where the power goes]
part | switching (mW) | internal, mW
Sequential | 0 | 0.700
Combinational | 0.0216 | 0.0236
Clock | 0.243 | 0.235
Total | 0.264 | 0.958
Power is estimated from default activity; no workload was simulated.
